`./design.v`:
```
`timescale 1ns / 1ps
module ProjTransceiver(
    input clk,
    input reset,
    input en_proc,
    input wire io_clk,                     
    input wire io_sel,                     
    input wire io_sync,                     
    input wire [23:0] io_addr,         
    input wire io_rd_en,                 
    input wire io_wr_en,                 
    input wire [31:0] io_wr_data,     
    output wire [31:0] io_rd_data,     
    output wire io_rd_ack,                 
    input wire [2:0] BX,
    input wire first_clk,
    input wire not_first_clk,
    input start,
    output reg done,
    input [5:0] number_in1,
    output [5:0] read_add1,
    input [53:0] input_L1L2_1,
    input [5:0] number_in2,
    output [5:0] read_add2,
    input [53:0] input_L1L2_2,
    input [5:0] number_in3,
    output [5:0] read_add3,
    input [53:0] input_L1L2_3,
    input [5:0] number_in4,
    output [5:0] read_add4,
    input [53:0] input_L1L2_4,
    input [5:0] number_in5,
    output [5:0] read_add5,
    input [53:0] input_L3L4_1,
    input [5:0] number_in6,
    output [5:0] read_add6,
    input [53:0] input_L3L4_2,
    input [5:0] number_in7,
    output [5:0] read_add7,
    input [53:0] input_L3L4_3,
    input [5:0] number_in8,
    output [5:0] read_add8,
    input [53:0] input_L3L4_4,
    input [5:0] number_in9,
    output [5:0] read_add9,
    input [53:0] input_L5L6_1,
    input [5:0] number_in10,
    output [5:0] read_add10,
    input [53:0] input_L5L6_2,
    input [5:0] number_in11,
    output [5:0] read_add11,
    input [53:0] input_L5L6_3,
    input [5:0] number_in12,
    output [5:0] read_add12,
    input [53:0] input_L5L6_4,
    output [53:0] output_L1L2_1,
    output [53:0] output_L1L2_2,
    output [53:0] output_L1L2_3,
    output [53:0] output_L1L2_4,
    output [53:0] output_L3L4_1,
    output [53:0] output_L3L4_2,
    output [53:0] output_L3L4_3,
    output [53:0] output_L3L4_4,
    output [53:0] output_L5L6_1,
    output [53:0] output_L5L6_2,
    output [53:0] output_L5L6_3,
    output [53:0] output_L5L6_4
    );
    parameter [7:0] n_hold = 8'd3;
    reg [6:0] clk_cnt;
    reg [2:0] BX_pipe;
    reg first_clk_pipe;
    initial begin
       clk_cnt = 7'b0;
       BX_pipe = 3'b111;
    end
    always @(posedge clk) begin
       if(en_proc)
           clk_cnt <= clk_cnt + 1'b1;
       else begin
           clk_cnt <= 7'b0;
           BX_pipe <= 3'b111;
       end
       if(start) begin
           BX_pipe <= BX_pipe + 1'b1;
           first_clk_pipe <= 1'b1;
       end
       else begin
           first_clk_pipe <= 1'b0;
       end
    end
    reg [n_hold:0] hold;
    always @(posedge clk) begin
       hold[0] <= start;
       hold[n_hold:1] <= hold[n_hold-1:0];
       done <= hold[n_hold];
    end
    reg [2:0] test_hold1;
    reg [2:0] test_hold2;
    reg [2:0] test_hold3;
    reg [2:0] test_hold4;
    reg [2:0] test_hold5;
    reg [2:0] test_hold6;
    reg [2:0] test_hold7;
    reg [2:0] test_hold8;
    reg [2:0] test_hold9;
    always @(posedge clk) begin
        test_hold1 <= BX_pipe;
        test_hold2 <= test_hold1;
        test_hold3 <= test_hold2;
        test_hold4 <= test_hold3;
        test_hold5 <= test_hold4;
        test_hold6 <= test_hold5;
        test_hold7 <= test_hold6;
        test_hold8 <= test_hold7;
        test_hold9 <= test_hold8;
    end
    assign output_L1L2_1 = test_hold9 + 1;
    assign output_L1L2_2 = test_hold9 + 2;
    assign output_L1L2_3 = test_hold9 + 3;
    assign output_L1L2_4 = test_hold9 + 4;
    assign output_L3L4_1 = test_hold9 + 5;
    assign output_L3L4_2 = test_hold9 + 6;
    assign output_L3L4_3 = test_hold9 + 7;
    assign output_L3L4_4 = test_hold9 + 8;
    assign output_L5L6_1 = test_hold9 + 9;
    assign output_L5L6_2 = test_hold9 + 10;
    assign output_L5L6_3 = test_hold9 + 11;
    assign output_L5L6_4 = test_hold9 + 12;
endmodule
```
`./run.sh`:
```
#!/bin/bash
# OpenROAD 26Q1-2900-gdf79404cd8, Yosys 0.63+post, stock flow scripts
make -C /OpenROAD-flow-scripts/flow DESIGN_CONFIG=/design/flow/config.mk WORK_HOME=/design/flow/orfs finish
```
`./config.mk`:
```
export PLATFORM = sky130hd
export DESIGN_NAME = ProjTransceiver
export DESIGN_NICKNAME = ProjTransceiver
export VERILOG_FILES = /design/flow/design.v
export SDC_FILE = /design/flow/constraint.sdc
export NUM_CORES = 4
export LEC_CHECK = 1
export CORE_AREA = 10 10 589 589
export DIE_AREA = 0 0 599 599
```
`./constraint.sdc`:
```
current_design ProjTransceiver

set clk_period 1.6
set clk_io_pct 0.2

create_clock -name clk0 -period $clk_period [get_ports {clk}]

set non_clock_inputs [all_inputs -no_clocks]
set_input_delay [expr $clk_period * $clk_io_pct] -clock clk0 $non_clock_inputs
set_output_delay [expr $clk_period * $clk_io_pct] -clock clk0 [all_outputs]
```
==> results_slide.txt <==
Physical Implementation Snapshot

Detailed routing
  • TritonRoute pass-1 iters: 4
  • Vias/cell: 0.494
  • N_diodes: 0
  • Routed Antenna Nets: 0
  • Routed WL: ~13 mm
  • Drt wl/cell: around 2.4 µm
  • Vias: between 2000 and 3000
  • Iter 0 DRT Violations: 39
  • DRC Markers: 0

Final layout
  • Biggest register: hold
  • Largest register FFs: 4
  • Layout cells sized above 1: under 10%
  • Synthesis-to-finish area growth: 57.4%
  • Number of fill cells: 39800
  • Core Util, Final: 3.03%
  • Design Area, Final: between 10000 and 15000 µm²

Power and ir drop
  • Peak VDD IR: 0.621 mV
  • P_sw: 0.679 mW
  • Sw Ratio: about a quarter
  • Pwr/cell area: around 270 nW/µm²
  • Power share of the clock group: 38.9%
  • Combinational power share: around 25%
  • Internal power: around 2.1 mW
  • Static Leakage: approximately 3.2 nW
  • Sequential power share: 36.1%

Global route
  • Total track usage: 0.447%
  • Largest net degree at the start of global routing: 14
  • Vias in the first global route: about 3500
  • Total grt overflow: 0
  • Initial antenna violation count: 1
  • First-pass GRT wire length: ~15 mm

Min path
  • Hold path startpoint: test_hold5[1]$_DFF_P_
  • Hold Path Stages: 0
  • Hold Path Sink: test_hold6[1]$_DFF_P_
  • Worst hold path type: flip-flop to flip-flop

Outcome
  • Status: complete, but fails checks
  • Failing checks: negative setup slack

Yosys
  • Area share, top type: around 85%
  • Top post-synthesis cells by count: buf_4 (728), dfxtp_1 (32), inv_1 (12)
  • Asr flop ratio synth: 0%
  • Cell area after synthesis: approximately 6400 µm²
  • Yosys cell count: about 800
  • MUX share of area: 0%
  • Synth top cell by count: buf_4
  • Yosys adder share: ~1.8%
  • Top cells by area: buf_4 (85%), dfxtp_1 (10%), ha_1 (1.8%)
  • Yosys warnings: approximately 110
  • Leading area contributor after synthesis: buf_4
  • Main flop type: dfxtp_1
  • Xor/xnor share: less than 1%
  • Unique cell types: 10
  • Synth Register Bits: 35
  • Yosys Chip Area: between 6000 and 7000 µm²
  • Dominant kind of combinational cell: buffers and inverters
  • Flip-flops with a built-in enable: 3
  • Aoi share: less than 1%
  • Mapped Cells: 796
  • Seq share, synth: 11.4%
  • Simple-gate share of the synthesized area: less than 1%
  • Mapped Avg Cell Area: just over 8 µm²

Setup path
  • Worst path required time: between 1000 and 1500 ps
  • Crit path kind: flip-flop to primary output
  • Reg2Reg Capture Point: BX_pipe[2]$_SDFFCE_PN1P_
  • Worst endpoint data arrival time: 1400 ps
  • FF-to-FF path depth: 3
  • Crit start category: flip-flop
  • Crit. End Element: primary output
  • CP max FO: 2
  • Reg-to-reg startpoint: BX_pipe[0]$_SDFFCE_PN1P_
  • Flop2flop setup slack: ~470 ps

CTS
  • Clk Latency, worst-skew pair: between 200 and 300 ps
  • Post-CTS Hold Buffers: 0
  • Clock Sinks: 35
  • CTS clk-pin slew, worst paths: about 50 ps
  • CTS root buf: clkbuf_16
  • H-tree depth: 2
  • CTS tree: done
  • TritonCTS Buffers: 5
  • Max clock buf depth: 2

Floorplan
  • Io pins: between 1500 and 2000
  • Initial Util: 1.92%
  • DIE AREA: 359000 µm²
  • Row cnt: 212
  • Core area: roughly 330000 µm²
  • Die Y: 599 µm
  • Die width: roughly 600 µm

STA
  • Post-route minimum period: about 1700 ps
  • Final hold violations: 0
  • Final TNS setup: -846 ps
  • Unrepaired setup endpoints after global routing: true
  • Final period util: 107%
  • Clock Skews: ~6.1 ps
  • WHS: 319 ps
  • Final worst setup slack: -116 ps
  • Final Max Tran Viols: 0
  • Setup Viol. Count Final: 19
  • Achievable Freq: a little under 600 MHz

Placed design
  • Placed cell area: 9660 µm²
  • Pre-CTS WS: -200 ps
  • Final Wtd Congestion: 0.526
  • DP Wirelength: around 12 mm
  • Port Buf Inserts: between 50 and 60

Job
  • OpenROAD warning count: 818
  • Max_cap viols: 0
-- per-layer routing --
layer	up-vias	global-route usage, %	share of wire (%)
met5	-	0	0
met4	0	0.0312	0.50
met3	6	0.146	9.7
met2	400	0.829	52
met1	1107	0.520	38
li1	1077	-	-
-- cell usage in the layout (no fill, tap or decap) --
| cell type | instances |
|---|---|
| nand2_1 | 5 |
| dfxtp_4 | 3 |
| buf_4 | 6 |
| nand2b_1 | 2 |
| clkbuf_2 | 2 |
| dlymetal6s2s_1 | 4 |
| buf_2 | 11 |
| buf_6 | 24 |
| bufinv_16 | 1 |
| nand2_4 | 1 |
| clkinvlp_4 | 1 |
| inv_8 | 1 |
| inv_2 | 4 |
| clkdlybuf4s50_1 | 3 |
| a21oi_2 | 1 |
| buf_8 | 1 |
| inv_4 | 2 |
| ha_4 | 7 |
| edfxtp_1 | 3 |
| dlygate4sd2_1 | 23 |
| dfxtp_1 | 29 |
| buf_12 | 1 |
| ha_1 | 2 |
| clkdlybuf4s15_1 | 4 |
| xnor2_1 | 1 |
| clkbuf_16 | 5 |
| conb_1 | 702 |
| inv_1 | 4 |
| inv_6 | 2 |
-- cell type report --
cell class	count	area, µm²	area share (%)
inverters	12	62.6	0.620
clock buffers	5	125	1.24
well taps	4387	5490	54.4
clock inverters	3	46.3	0.458
multi-input cells	721	2900	28.7
flip-flops and latches	35	742	7.35
repair buffers	79	737	7.30
-- stage by stage --
| step | instances | power, mW |
|---|---|---|
| 2_1_floorplan | 1496 | 2.37 |
| 3_3_place_gp | 5216 | 1.63 |
| 3_5_place_dp | 5216 | 1.63 |
| 4_1_cts | 5241 | 2.79 |
| 5_1_grt | 5242 | 2.97 |
| 6_report | 5242 | 2.76 |
-- critical path: stages (launching register included) --
cell and delay [ps]:
dfxtp_4 350, buf_12 130, ha_4 150, ha_4 270, buf_6 100, inv_2 20, buf_2 100
-- cells by family after synthesis --
group,count (synthesis)
AOI/OAI and AO/OA,1
other,2
xor gates and xnor gates,1
and+or+nand+nor,8
DFF,35
adders and majority gates,9
buffers and inverters,740
-- power groups by stage --
stage     sequential [mW]  clock, mW  combinational, mW
6_report            0.998       1.07              0.690
4_1_cts             0.999       1.10              0.684
5_1_grt              1.01       1.14              0.821
-- worst max path at each step --
stage / startpoint / cells past startpoint / end
6_report: test_hold9[0]$_DFF_P_ / 6 / output_L3L4_1[2]
5_1_grt: test_hold9[0]$_DFF_P_ / 6 / output_L3L4_1[2]
4_1_cts: test_hold9[0]$_DFF_P_ / 6 / output_L3L4_1[2]
-- timing repair --
action,CTS,global route
setup buffers,18,2
setup endpoints to repair,44,26
gates resized,135,21
pin swaps,8,2
Power and IR drop assume default switching activity.
