==> flow/design.v <==
`timescale 1ns / 1ps
module reader(
    input clk,
    input reset,
    input en_proc,
    input wire io_clk,                     
    input wire io_sel,                     
    input wire io_sync,                     
    input wire [23:0] io_addr,         
    input wire io_rd_en,                 
    input wire io_wr_en,                 
    input wire [31:0] io_wr_data,     
    output wire [31:0] io_rd_data,     
    output wire io_rd_ack,                 
    input wire [2:0] BX,
    input wire first_clk,
    input wire not_first_clk,
    output reg [5:0] read_add1,
    output reg [5:0] read_add2,
    output reg [5:0] read_add3,
    output reg [5:0] read_add4,
    output reg [5:0] read_add5,
    output reg [5:0] read_add6,
    output reg [5:0] read_add7,
    output reg [5:0] read_add8,
    output reg [5:0] read_add9,
    output reg [5:0] read_add10,
    output reg [5:0] read_add11,
    output reg [5:0] read_add12,
    output reg [5:0] read_add13,
    output reg [5:0] read_add14,
    output reg [5:0] read_add15,
    output reg [5:0] read_add16,
    output reg [5:0] read_add17,
    output reg [5:0] read_add18,
    output reg [5:0] read_add19,
    output reg [5:0] read_add20,
    output reg [5:0] read_add21,
    output reg [5:0] read_add22,
    output reg [5:0] read_add23,
    output reg [5:0] read_add24,
    output reg [5:0] read_add25,
    output reg [5:0] read_add26,
    output reg [5:0] read_add27,
    output reg [5:0] read_add28,
    output reg [5:0] read_add29,
    output reg [5:0] read_add30,
    output reg [5:0] read_add31,
    output reg [5:0] read_add32,
    output reg [5:0] read_add33,
    input [5:0] number_in1,
    input [5:0] number_in2,
    input [5:0] number_in3,
    input [5:0] number_in4,
    input [5:0] number_in5,
    input [5:0] number_in6,
    input [5:0] number_in7,
    input [5:0] number_in8,
    input [5:0] number_in9,
    input [5:0] number_in10,
    input [5:0] number_in11,
    input [5:0] number_in12,
    input [5:0] number_in13,
    input [5:0] number_in14,
    input [5:0] number_in15,
    input [5:0] number_in16,
    input [5:0] number_in17,
    input [5:0] number_in18,
    input [5:0] number_in19,
    input [5:0] number_in20,
    input [5:0] number_in21,
    input [5:0] number_in22,
    input [5:0] number_in23,
    input [5:0] number_in24,
    input [5:0] number_in25,
    input [5:0] number_in26,
    input [5:0] number_in27,
    input [5:0] number_in28,
    input [5:0] number_in29,
    input [5:0] number_in30,
    input [5:0] number_in31,
    input [5:0] number_in32,
    input [5:0] number_in33,
    input [35:0] input1,
    input [35:0] input2,
    input [35:0] input3,
    input [35:0] input4,
    input [35:0] input5,
    input [35:0] input6,
    input [35:0] input7,
    input [35:0] input8,
    input [35:0] input9,
    input [35:0] input10,
    input [35:0] input11,
    input [35:0] input12,
    input [35:0] input13,
    input [35:0] input14,
    input [35:0] input15,
    input [35:0] input16,
    input [35:0] input17,
    input [35:0] input18,
    input [35:0] input19,
    input [35:0] input20,
    input [35:0] input21,
    input [35:0] input22,
    input [35:0] input23,
    input [35:0] input24,
    input [35:0] input25,
    input [35:0] input26,
    input [35:0] input27,
    input [35:0] input28,
    input [35:0] input29,
    input [35:0] input30,
    input [35:0] input31,
    input [35:0] input32,
    input [35:0] input33
    );
    initial begin
        read_add1 = 6'b0;
        read_add2 = 6'b0;
        read_add3 = 6'b0;
        read_add4 = 6'b0;
        read_add5 = 6'b0;
        read_add6 = 6'b0;
        read_add7 = 6'b0;
        read_add8 = 6'b0;
        read_add9 = 6'b0;
        read_add10 = 6'b0;
        read_add11 = 6'b0;
        read_add12 = 6'b0;
        read_add13 = 6'b0;
        read_add14 = 6'b0;
        read_add15 = 6'b0;
        read_add16 = 6'b0;
        read_add17 = 6'b0;
        read_add18 = 6'b0;
        read_add19 = 6'b0;
        read_add20 = 6'b0;
        read_add21 = 6'b0;
        read_add22 = 6'b0;
        read_add23 = 6'b0;
        read_add24 = 6'b0;
        read_add25 = 6'b0;
        read_add26 = 6'b0;
        read_add27 = 6'b0;
        read_add28 = 6'b0;
        read_add29 = 6'b0;
        read_add30 = 6'b0;
        read_add31 = 6'b0;
        read_add32 = 6'b0;
        read_add33 = 6'b0;
    end
    always @(posedge io_clk) begin
        if(number_in1 > 0)
            read_add1 <= read_add1 + 1'b1;
        else
            read_add1 <= read_add1;
        if(number_in2 > 0)
            read_add2 <= read_add2 + 1'b1;
        else
            read_add2 <= read_add2;
        if(number_in3 > 0)
            read_add3 <= read_add3 + 1'b1;
        else
            read_add3 <= read_add3;
        if(number_in4 > 0)
            read_add4 <= read_add4 + 1'b1;
        else
            read_add4 <= read_add4;
        if(number_in5 > 0)
            read_add5 <= read_add5 + 1'b1;
        else
            read_add5 <= read_add5;
        if(number_in6 > 0)
            read_add6 <= read_add6 + 1'b1;
        else
            read_add6 <= read_add6;
        if(number_in7 > 0)
            read_add7 <= read_add7 + 1'b1;
        else
            read_add7 <= read_add7;
        if(number_in8 > 0)
            read_add8 <= read_add8 + 1'b1;
        else
            read_add8 <= read_add8;
        if(number_in9 > 0)
            read_add9 <= read_add9 + 1'b1;
        else
            read_add9 <= read_add9;
        if(number_in10 > 0)
            read_add10 <= read_add10 + 1'b1;
        else
            read_add10 <= read_add10;
        if(number_in11 > 0)
            read_add11 <= read_add11 + 1'b1;
        else
            read_add11 <= read_add11;
        if(number_in12 > 0)
            read_add12 <= read_add12 + 1'b1;
        else
            read_add12 <= read_add12;
        if(number_in13 > 0)
            read_add13 <= read_add13 + 1'b1;
        else
            read_add13 <= read_add13;
        if(number_in14 > 0)
            read_add14 <= read_add14 + 1'b1;
        else
            read_add14 <= read_add14;
        if(number_in15 > 0)
            read_add15 <= read_add15 + 1'b1;
        else
            read_add15 <= read_add15;
        if(number_in16 > 0)
            read_add16 <= read_add16 + 1'b1;
        else
            read_add16 <= read_add16;
        if(number_in17 > 0)
            read_add17 <= read_add17 + 1'b1;
        else
            read_add17 <= read_add17;
        if(number_in18 > 0)
            read_add18 <= read_add18 + 1'b1;
        else
            read_add18 <= read_add18;
        if(number_in19 > 0)
            read_add19 <= read_add19 + 1'b1;
        else
            read_add19 <= read_add19;
        if(number_in20 > 0)
            read_add20 <= read_add20 + 1'b1;
        else
            read_add20 <= read_add20;
        if(number_in21 > 0)
            read_add21 <= read_add21 + 1'b1;
        else
            read_add21 <= read_add21;
        if(number_in22 > 0)
            read_add22 <= read_add22 + 1'b1;
        else
            read_add22 <= read_add22;
        if(number_in23 > 0)
            read_add23 <= read_add23 + 1'b1;
        else
            read_add23 <= read_add23;
        if(number_in24 > 0)
            read_add24 <= read_add24 + 1'b1;
        else
            read_add24 <= read_add24;
        if(number_in25 > 0)
            read_add25 <= read_add25 + 1'b1;
        else
            read_add25 <= read_add25;
        if(number_in26 > 0)
            read_add26 <= read_add26 + 1'b1;
        else
            read_add26 <= read_add26;
        if(number_in27 > 0)
            read_add27 <= read_add27 + 1'b1;
        else
            read_add27 <= read_add27;
        if(number_in28 > 0)
            read_add28 <= read_add28 + 1'b1;
        else
            read_add28 <= read_add28;
        if(number_in29 > 0)
            read_add29 <= read_add29 + 1'b1;
        else
            read_add29 <= read_add29;
        if(number_in30 > 0)
            read_add30 <= read_add30 + 1'b1;
        else
            read_add30 <= read_add30;
        if(number_in31 > 0)
            read_add31 <= read_add31 + 1'b1;
        else
            read_add31 <= read_add31;
        if(number_in32 > 0)
            read_add32 <= read_add32 + 1'b1;
        else
            read_add32 <= read_add32;
        if(number_in33 > 0)
            read_add33 <= read_add33 + 1'b1;
        else
            read_add33 <= read_add33;
    end   
    assign io_sel_data1 = io_sel && (io_addr[4:0] == 5'b00000);
    assign io_sel_data2 = io_sel && (io_addr[4:0] == 5'b00001);
    assign io_sel_data3 = io_sel && (io_addr[4:0] == 5'b00010);
    assign io_sel_data4 = io_sel && (io_addr[4:0] == 5'b00011);
    assign io_sel_data5 = io_sel && (io_addr[4:0] == 5'b00100);
    assign io_sel_data6 = io_sel && (io_addr[4:0] == 5'b00101);
    assign io_sel_data7 = io_sel && (io_addr[4:0] == 5'b00110);
    assign io_sel_data8 = io_sel && (io_addr[4:0] == 5'b00111);
    assign io_sel_data9 = io_sel && (io_addr[4:0] == 5'b01000);
    assign io_sel_data10 = io_sel && (io_addr[4:0] == 5'b01001);
    assign io_sel_data11 = io_sel && (io_addr[4:0] == 5'b01010);
    assign io_sel_data12 = io_sel && (io_addr[4:0] == 5'b01011);
    assign io_sel_data13 = io_sel && (io_addr[4:0] == 5'b01100);
    assign io_sel_data14 = io_sel && (io_addr[4:0] == 5'b01101);
    assign io_sel_data15 = io_sel && (io_addr[4:0] == 5'b01110);
    assign io_sel_data16 = io_sel && (io_addr[4:0] == 5'b01111);
    assign io_sel_data17 = io_sel && (io_addr[4:0] == 5'b10000);
    assign io_sel_data18 = io_sel && (io_addr[4:0] == 5'b10001);
    assign io_sel_data19 = io_sel && (io_addr[4:0] == 5'b10010);
    assign io_sel_data20 = io_sel && (io_addr[4:0] == 5'b10011);
    assign io_sel_data21 = io_sel && (io_addr[4:0] == 5'b10100);
    assign io_sel_data22 = io_sel && (io_addr[4:0] == 5'b10101);
    assign io_sel_data23 = io_sel && (io_addr[4:0] == 5'b10110);
    assign io_sel_data24 = io_sel && (io_addr[4:0] == 5'b10111);
    assign io_sel_data25 = io_sel && (io_addr[4:0] == 5'b11000);
    assign io_sel_data26 = io_sel && (io_addr[4:0] == 5'b11001);
    assign io_sel_data27 = io_sel && (io_addr[4:0] == 5'b11010);
    assign io_sel_data28 = io_sel && (io_addr[4:0] == 5'b11011);
    assign io_sel_data29 = io_sel && (io_addr[4:0] == 5'b11100);
    assign io_sel_data30 = io_sel && (io_addr[4:0] == 5'b11101);
    assign io_sel_data31 = io_sel && (io_addr[4:0] == 5'b11110);
    assign io_sel_data32 = io_sel && (io_addr[4:0] == 5'b11111);
    reg [31:0] io_rd_data_reg;
    assign io_rd_data[31:0] = io_rd_data_reg[31:0];
    reg io_rd_ack_reg;
    assign io_rd_ack = io_rd_ack_reg;
    always @(posedge io_clk) begin
        io_rd_ack_reg <= io_sync & io_sel & io_rd_en;
    end
    always @(posedge io_clk) begin
        if (io_sel_data1) io_rd_data_reg <= input1[31:0];
        if (io_sel_data2) io_rd_data_reg <= input2[31:0];
        if (io_sel_data3) io_rd_data_reg <= input3[31:0];
        if (io_sel_data4) io_rd_data_reg <= input4[31:0];
        if (io_sel_data5) io_rd_data_reg <= input5[31:0];
        if (io_sel_data6) io_rd_data_reg <= input6[31:0];
        if (io_sel_data7) io_rd_data_reg <= input7[31:0];
        if (io_sel_data8) io_rd_data_reg <= input8[31:0];
        if (io_sel_data9) io_rd_data_reg <= input9[31:0];
        if (io_sel_data10) io_rd_data_reg <= input10[31:0];
        if (io_sel_data11) io_rd_data_reg <= input11[31:0];
        if (io_sel_data12) io_rd_data_reg <= input12[31:0];
        if (io_sel_data13) io_rd_data_reg <= input13[31:0];
        if (io_sel_data14) io_rd_data_reg <= input14[31:0];
        if (io_sel_data15) io_rd_data_reg <= input15[31:0];
        if (io_sel_data16) io_rd_data_reg <= input16[31:0];
        if (io_sel_data17) io_rd_data_reg <= input17[31:0];
        if (io_sel_data18) io_rd_data_reg <= input18[31:0];
        if (io_sel_data19) io_rd_data_reg <= input19[31:0];
        if (io_sel_data20) io_rd_data_reg <= input20[31:0];
        if (io_sel_data21) io_rd_data_reg <= input21[31:0];
        if (io_sel_data22) io_rd_data_reg <= input22[31:0];
        if (io_sel_data23) io_rd_data_reg <= input23[31:0];
        if (io_sel_data24) io_rd_data_reg <= input24[31:0];
        if (io_sel_data25) io_rd_data_reg <= input25[31:0];
        if (io_sel_data26) io_rd_data_reg <= input26[31:0];
        if (io_sel_data27) io_rd_data_reg <= input27[31:0];
        if (io_sel_data28) io_rd_data_reg <= input28[31:0];
        if (io_sel_data29) io_rd_data_reg <= input29[31:0];
        if (io_sel_data30) io_rd_data_reg <= input30[31:0];
        if (io_sel_data31) io_rd_data_reg <= input31[31:0];
        if (io_sel_data32) io_rd_data_reg <= input32[31:0];
     end
endmodule
==> flow/run.sh <==
#!/bin/bash
# OpenROAD 26Q1-2900-gdf79404cd8, Yosys 0.63+post, stock flow scripts
make -C /OpenROAD-flow-scripts/flow DESIGN_CONFIG=/design/flow/config.mk WORK_HOME=/design/flow/orfs finish
==> flow/config.mk <==
export PLATFORM = sky130hd
export DESIGN_NAME = reader
export DESIGN_NICKNAME = reader
export VERILOG_FILES = /design/flow/design.v
export SDC_FILE = /design/flow/constraint.sdc
export NUM_CORES = 4
export LEC_CHECK = 1
export CORE_AREA = 10 10 643 643
export DIE_AREA = 0 0 653 653
==> flow/constraint.sdc <==
current_design reader

set clk_period 9.1
set clk_io_pct 0.2

create_clock -name clk0 -period $clk_period [get_ports {io_clk}]

set non_clock_inputs [all_inputs -no_clocks]
set_input_delay [expr $clk_period * $clk_io_pct] -clock clk0 $non_clock_inputs
set_output_delay [expr $clk_period * $clk_io_pct] -clock clk0 [all_outputs]
==> impl_metrics.py <==
# Auto-generated metrics
metrics = {
    "status": {
        "status": "completed",
    },
    "cts": {
        "cts.htree.levels": 1,
        "postCtsSetupRepairBufs": 0,
        "cts_hold_buf": 0,
        "post_cts_resize_count": 0,
        "clkLatencyLatePin_ps": 590,
        "clk_pin_slew_ps": 70,
        "cts_buffer_depth": 3,
        "cts_sinks": 231,
        "cts_buffers": 25,
        "cts_root_buf": "clkbuf_16",
        "cts_tree": "built",
    },
    "finish": {
        "fin_cells": 9175,
        "largest_reg_flops": 32,
        "fillers": 45700,
        "syn_to_final_growth_pct": 111,
        "drive_gt1_share_pct": 9.55,
        "fin_area_sq_um": 43700,
    },
    "power_and_ir_drop": {
        "worst_ir_drop_vdd_mv": 0.120,
        "power_mw": 6.06,
        "power_density_nw_per_um2": 139,
        "leakage_nw": 14.0,
    },
    "worst_setup_path": {
        "critPathKind": "in2reg",
        "startpoint_type": "input port",
        "rr_worst_depth": 3,
        "critPathSlowestCell": "clkdlybuf4s50_1",
        "worst-path-stages": 9,
        "max_stage_delay_ps": 1050,
        "path_max_fanout": 19,
        "cp.required_ps": 9380,
        "crit_family": "AND-OR/OR-AND gates",
        "worstSetupEndpointType": "register",
        "cp.arrival_ps": 6560,
        "crit_chain": "clkdlybuf4s50_1 > nand4b_1 > buf_4 > nor2_1 > a32oi_1 > a311oi_1 > o21ai_0 > a211oi_1 > o22ai_1",
        "path_buffers": 2,
    },
    "place": {
        "hpwl_mm": 297,
        "placed_area_sq_um": 42700,
        "place_ws_ps": 2290,
        "port_buffers": 1461,
        "placed_cells": 9065,
        "gp_congestion": 0.942,
    },
    "yosys": {
        "edf_count": 230,
        "synth_top_cell_by_area": "edfxtp_1",
        "ys_ff": 231,
        "area_leaders": "edfxtp_1 (33%), mux4_2 (6.7%), a21oi_1 (6.0%)",
        "synth.distinct_cells": 78,
        "synth_seq_share_pct": 33.5,
        "ys_cells": 2366,
        "postSynthCellCount": 2366,
        "postSynthAreaPerCell_sq_um": 8.75,
        "yosysWarnings": 33,
        "synth.top_cell.area_share_pct": 33.4,
        "ys_area_sq_um": 20700,
        "ff_type": "edfxtp_1",
        "async_reset_ff_share_pct": 0,
        "syn_area_sq_um": 20700,
    },
    "final_timing": {
        "hold_viol_final": 0,
        "drv_slew": 0,
        "max-slew-margin-rel_pct": 23.3,
        "worst_clock_skew_ps": 5.93,
        "fin_crit_ps": 6280,
        "timing.fmax_mhz": 159,
        "tightest_slew_ps": 1140,
        "fin_crit_sh_pct": 69.0,
        "setup_slack_ps": 2820,
        "rsz0062_at_grt": "false",
        "setup_viol": 0,
        "tns_ps": 0,
    },
    "global_route": {
        "gr-usage-all-layers_pct": 15.0,
        "grt.busiest_layer": "met2",
        "grtUsageMet1_pct": 16.7,
        "antenna_found_initial": 289,
        "grt.overflow.total": 0,
        "met2_usage_pct": 27.4,
        "grt_pass1_wl_mm": 388,
        "use_met3_pct": 5.13,
        "grt_max_degree": 66,
        "grt_pass1_vias": 27400,
    },
    "routing": {
        "drtIter0Drc": 2727,
        "wire_per_inst_um": 36.0,
        "ant_nets": 0,
        "wl_mm": 330,
        "drcViolationCount": 0,
        "via_per_inst": 3.14,
        "num_vias": 28800,
        "dr.pass1.iters": 8,
    },
    "job": {
        "drv_cap": 0,
        "warnings": 250,
    },
    "die": {
        "rows": 232,
        "pin_count": 1686,
        "fp_util_pct": 5.19,
        "coreArea_sq_um": 399000,
        "die_h_um": 653,
        "die_width_um": 653,
        "chipArea_sq_um": 426000,
    },
    "worst_hold_path": {
        "min_path_cells": 1,
        "hold_class": "reg2reg",
    },
}
-- synth_stat cells (28+ instances only) --
library cell	instances
nand2_1	151
xnor2_1	83
mux2i_1	59
a21oi_1	247
o22ai_1	87
buf_2	75
nand3_1	103
and3_1	28
o21ai_1	36
clkbuf_1	103
o21ai_0	216
inv_1	45
a22oi_1	45
edfxtp_1	230
xor2_1	50
ha_1	33
a211oi_1	36
nor4_1	33
o21a_1	28
nor2_1	245
a221oi_1	37
mux4_2	62
o221ai_1	45
-- metrics by stage --
step | hold WS, ps | util [%]
floorplan | 527 | -
global placement | 571 | 10.7
detailed placement | 570 | 10.7
CTS | 592 | 10.9
global route | 608 | 10.9
finish | 585 | 11.0
-- routing by layer --
layer  wire length, um  share of wire [%]  vias to the layer above
li1                  -                  -                    12300
met1            116000                 35                    13700
met2            173000                 52                     2030
met3             31100                9.4                      573
met4              8530                2.6                      164
met5              1070               0.32                        -
-- area by class of cell --
type | count | area (sq um) | share of cell area [%]
repair buffers | 1640 | 16000 | 36.6
multi-input cells | 1883 | 13100 | 29.9
flip-flops and latches | 231 | 6930 | 15.8
well taps | 5265 | 6590 | 15.1
clock buffers | 27 | 633 | 1.45
clock inverters | 16 | 181 | 0.415
inverters | 46 | 180 | 0.412
diodes | 67 | 168 | 0.383
-- cell families after synthesis --
logic type / Yosys count / synth area share, %
AND-OR/OR-AND: 948 / 29.2
XOR/XNOR: 133 / 5.63
adder cells (fa/ha/maj): 33 / 1.99
buffers and inverters: 252 / 5.05
flip-flops: 231 / 33.5
multiplexers: 147 / 11.0
AND/OR/NAND/NOR: 622 / 13.7
-- cell usage in the layout, fill, tap and decap left out, types with 25 or more instances in the layout --
master           synthesis  final
clkbuf_16                0     25
buf_4                    1    178
nor4_1                  33     33
clkdlybuf4s50_1          0   1458
o21a_1                  28     28
nor2_1                 245    233
nand2_1                151    148
a211oi_1                36     27
a22oi_1                 45     45
o221ai_1                45     45
o22ai_1                 87     84
o21ai_1                 36     39
nand3_1                103    103
xnor2_1                 83     83
edfxtp_1               230    230
o21ai_0                216    213
xor2_1                  50     50
mux4_2                  62     62
inv_1                   45     44
a21oi_1                247    246
ha_1                    33     33
a221oi_1                37     35
a221o_1                 26     26
and3_1                  28     28
diode_2                  0     67
mux2i_1                 59     58
-- power by group --
part	internal (mW)	switching, mW
Sequential	1.80	0.449
Combinational	1.63	1.11
Clock	0.570	0.501
-- worst paths after layout --
check / slack (ps) / end / start
setup / recovery: 2820 / io_rd_data_reg[26] / io_addr[3]
setup reg to reg: 7890 / read_add3[5] / read_add3[2]
hold / removal: 590 / read_add4[5] / read_add4[5]
hold reg to reg: 590 / read_add4[5] / read_add4[5]
Power and IR drop assume default switching activity.
